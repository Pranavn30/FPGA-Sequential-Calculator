## /design/flow/run.sh

```bash
#!/bin/bash
# OpenROAD 26Q1-2900-gdf79404cd8, Yosys 0.63+post, stock flow scripts
make -C /OpenROAD-flow-scripts/flow DESIGN_CONFIG=/design/flow/config.mk WORK_HOME=/design/flow/orfs finish
```

## /design/flow/config.mk

```make
export PLATFORM = sky130hd
export DESIGN_NAME = AddSub
export DESIGN_NICKNAME = AddSub
export VERILOG_FILES = /design/flow/design.v
export SDC_FILE = /design/flow/constraint.sdc
export NUM_CORES = 4
export LEC_CHECK = 1
export CORE_AREA = 10 10 70 70
export DIE_AREA = 0 0 80 80
```

## /design/flow/constraint.sdc

```tcl
current_design AddSub

set clk_period 13.2
set clk_io_pct 0.2

create_clock -name clk0 -period $clk_period

set non_clock_inputs [all_inputs -no_clocks]
set_input_delay [expr $clk_period * $clk_io_pct] -clock clk0 $non_clock_inputs
set_output_delay [expr $clk_period * $clk_io_pct] -clock clk0 [all_outputs]
```

## /design/flow/design.v

```verilog
module AddSub
	#(parameter W = 11)			 
	(A, B, c0, S, ovf);
	input [W-1:0] A, B;			 
	input c0;								 
	output [W-1:0] S;				 
	output ovf;							 
	wire [W:0] c;						 
	assign c[0] = c0;
	genvar i;
	generate 
		for (i = 0; i < W; i = i +1) begin : name
			FA FullAdder(A[i],B[i] ^c0, c[i], S[i], c[i+1]);
		end 
	endgenerate
	assign ovf = c[W-1] ^ c[W];
endmodule
module FA(a, b, cin, s, cout);
	input a, b, cin;
	output s, cout;
	assign s = a ^ b ^ cin;
	assign cout = (a && b) || ((a ^ b) && cin);
endmodule
```

==> results.toml <==
# generated from flow reports
[detailed_routing]
routedWlPerCell_um = 8.621
drt_iter0_drc = 0
firstDrtPassIters = 1
antenna_left = 0
viasPerCell = 2.952
drt-total-wl_um = 1069
antenna_cells = 0
vias = 366
drc_errors = 0

[global_routing]
track_usage_pct = 3.291
top_usage_layer = "met2"
grt.met3_usage_pct = 1.136
overflow = 0
grtUsageMet1_pct = 4.014
grt_pass1_vias = 404
grt_use_met2_pct = 5.778
grt_pass1_wl_um = 1759
antenna_found_initial = 0
grt_max_degree = 12

[floorplan]
rows = 21
coreArea_mm2 = 0.003416
io_pins = 35
die_h_um = 80
dieWidth_um = 80
fp_util_pct = 14.18
die-area_mm2 = 0.006400

[finish]
ff_count = 0
layout-drive-gt1-share_pct = 0
nClkBuffers = 0
layout_top_cell = "clkdlybuf4s50_1"
area_growth_pct = 64.86
seq_area_um2 = 0
lay_top_cells = "clkdlybuf4s50_1 (35), inv_1 (20), xnor2_1 (10), fa_1 (10), xor2_1 (2)"
finalCoreUtilization_pct = 23.37

[clock_network]
cts_hold_buf = 0
postCtsSetupRepairBufs = 0
cts_resized = 0

[power_and_ir_drop]
p_per_area_mw_per_mm2 = 54.72
ir_drop_uv = 16.87
leakage_nw = 0.3516

[yosys]
synthCells = 55
postSynthSeqShare_pct = 0
ys_sh_aoi_pct = 0
synth_stat.cells = 55
synthSimpleGateAreaFrac_pct = 0
ys_warn_count = 0
synth.avg_cell_area_um2 = 8.804
yosys_area_um2 = 484.2
yosys.cell_types.count = 7
xor_share_pct = 21.71
ys_sh_mux_pct = 2.067
top_logic_kind = "adder cells"
synthAdderAreaFrac_pct = 41.34
synth_area_um2 = 484.2

[worst_setup_path]
cp.arrival_ns = 8.28
cp_max_fo = 11
crit_path_end_kind = "output port"
critPathMaxStageDelay_ns = 0.84
cp.required_ns = 10.56
path_cells = "clkdlybuf4s50_1 > xnor2_1 > fa_1 > fa_1 > fa_1 > fa_1 > fa_1 > fa_1 > fa_1 > fa_1 > fa_1 > fa_1 > xor2_1 > clkdlybuf4s50_1"
crit_end = "ovf"
critical_path_class = "in2out"
cp-startpoint = "c0"
startpoint_type = "primary input"
crit_top_cell = "fa_1"
crit_slowest_cell = "clkdlybuf4s50_1"

[final_timing]
rsz0062_at_grt = "no"
finalCritPeriodShare_pct = 82.73
finalSetupViolations = 0
hold_viol = 0
fmaxAchievable_ghz = 0.09158
maxSlewViolCount = 0
slew_headroom_pct = 60.67
min_period_ns = 10.92
worst_pin_slew_ns = 0.5880
fin_tns_setup_ns = 0
hold_ws_ns = 6.234

[placement]
dp.final_hpwl_um = 1041
port_buffers = 35
gp_congestion = 0.7869

[worst_hold_path]
whs_path_depth = 3
hold_class = "in2out"

[run]
warnings = 32
drv_cap = 0

[run_status]
status = "completed"
-- power by group --
part	total (mW)	switching, mW	internal [mW]
sequential	0	0	0
combinational	0.0437	0.0131	0.0306
clock	0	0	0
-- worst max-delay path, delay by kind of cell --
family | cells | cell delay, ns
adders and majority gates | 10 | 3.95
xor gates and xnor gates | 2 | 0.34
buffers and inverters | 2 | 1.32
-- layout make-up --
class	instances	area [um2]
fill	385	2618
inverter	20	75.07
multi-input combinational	23	315.3
tap	46	57.56
timing repair buffer	35	350.3
-- stage by stage --
| step | instances | cell area (um2) | power (mW) | setup WS [ns] |
|---|---|---|---|---|
| floorplan | 55 | 484.2 | 0.02711 | 3.554 |
| global placement | 124 | 798.3 | 0.04552 | 2.225 |
| detailed placement | 124 | 798.3 | 0.04533 | 2.212 |
| CTS | 124 | 798.3 | 0.04559 | 2.198 |
| global route | 124 | 798.3 | 0.05092 | 1.958 |
| finish | 124 | 798.3 | 0.04368 | 2.280 |
-- cells by family (layout without fill, tap and decap cells) --
| kind of cell | count (synthesis) | after routing |
|---|---|---|
| xor+xnor | 12 | 12 |
| fa+ha+maj | 10 | 10 |
| buf+inv | 32 | 55 |
| mux | 1 | 1 |
-- routing by layer --
layer	vias up	wire (um)
met3	0	155
met1	161	433
li1	181	-
met4	0	0
met5	-	0
met2	24	480
-- synthesized netlist by cell type --
master	n	area, um2
inv_1	20	75.07
buf_4	11	82.58
fa_1	10	200.2
xnor2_1	10	87.58
xor2_1	2	17.52
buf_6	1	11.26
mux2i_1	1	10.01
-- how the worst min path moves through the flow --
stage       to  startpoint  slack [ns]
5_1_grt   S[0]        A[0]        6.27
6_report  S[0]        A[0]        6.23
4_1_cts   S[0]        A[0]        6.24
Power figures rest on the tool's default switching activity, not on a simulated workload.
