==> /design/flow/design.v <==
module Binary_to_7SEG
	#(parameter W = 11)				 
	(input [W-1:0] N,					 
	 input Encoding,					 
	 output [6:0] Sign,				 
	 output [6:0] D2, D1, D0,		 
	 output TooLarge					 
	);
	localparam ZERO 	= 7'b1000000;	 
	localparam ONE		= 7'b1111001; 	 
	localparam TWO		= 7'b0100100; 	 
	localparam THREE	= 7'b0110000; 	 
	localparam FOUR	= 7'b0011001; 	 
	localparam FIVE	= 7'b0010010; 	 
	localparam SIX		= 7'b0000010; 	 
	localparam SEVEN	= 7'b1111000; 	 
	localparam EIGHT	= 7'b0000000; 	 
	localparam NINE	= 7'b0010000; 	 
	localparam MINUS	= 7'b0111111;	 
	localparam OFF		= 7'b1111111; 	 
	reg [6:0] LUT[0:9];					 
	initial begin
		LUT[0] = ZERO;
		LUT[1] = ONE;
		LUT[2] = TWO;
		LUT[3] = THREE;
		LUT[4] = FOUR;
		LUT[5] = FIVE;
		LUT[6] = SIX;
		LUT[7] = SEVEN;
		LUT[8] = EIGHT;
		LUT[9] = NINE;
	end
	wire [W-1:0] Magnitude;
	assign Magnitude = Encoding? (N[W-1] ? -N : N) : N[W-2:0];
	assign TooLarge = (Magnitude > 'd999);
	wire [W-1:0] Quotient0, Quotient1, Digit0, Digit1, Digit2;
	assign Quotient0 = Magnitude / 4'b1010;
	assign Quotient1 = Quotient0 / 4'b1010;
	assign Digit0 = Magnitude % 4'b1010;
	assign Digit1 = Quotient0 % 4'b1010;
	assign Digit2 = Quotient1 % 4'b1010;
		assign Sign = TooLarge? MINUS : (N[W-1]? MINUS : OFF);	 
		assign D2 = TooLarge? MINUS : ((Digit2 == 'd0) ? OFF : LUT[Digit2]);
		assign D1 = TooLarge? MINUS : ((Digit2 == 'd0) & (Digit1 == 'd0) ? OFF : LUT[Digit1]);
		assign D0	= TooLarge? MINUS : LUT[Digit0];
endmodule
==> /design/flow/run.sh <==
#!/bin/bash
# OpenROAD 26Q1-2900-gdf79404cd8, Yosys 0.63+post, stock flow scripts
make -C /OpenROAD-flow-scripts/flow DESIGN_CONFIG=/design/flow/config.mk WORK_HOME=/design/flow/orfs finish
==> /design/flow/config.mk <==
export PLATFORM = sky130hd
export DESIGN_NAME = Binary_to_7SEG
export DESIGN_NICKNAME = Binary_to_7SEG
export VERILOG_FILES = /design/flow/design.v
export SDC_FILE = /design/flow/constraint.sdc
export NUM_CORES = 4
export LEC_CHECK = 1
export CORE_AREA = 10 10 91 91
export DIE_AREA = 0 0 101 101
==> /design/flow/constraint.sdc <==
current_design Binary_to_7SEG

set clk_period 21.2
set clk_io_pct 0.2

create_clock -name clk0 -period $clk_period

set non_clock_inputs [all_inputs -no_clocks]
set_input_delay [expr $clk_period * $clk_io_pct] -clock clk0 $non_clock_inputs
set_output_delay [expr $clk_period * $clk_io_pct] -clock clk0 [all_outputs]
==> reports/metrics.yaml <==
run_status:
  status: "complete, no violations"
power:
  power_density_mw_per_mm2: 104.4
  power_frac_seq_pct: 0
  total_power_w: 0.0004371
  leakagePower_nw: 1.651
  comb_power_share_pct: 100.0
  ir_worst_vdd_mv: 0.1016
  p_sw_w: 0.0002299
  p_clk_share_pct: 0
  p_int_w: 0.0002071
  swShare_pct: 52.61
drt:
  firstDrtPassIters: 6
  detail_route.wl_per_cell_um: 16.85
  vias_per_cell: 6.781
  n_antenna_cell: 0
  dr_total_vias: 4238
  drt_iter0_drc: 292
  drcViolationCount: 0
  postRouteAntennaNets: 0
  postRouteWirelength_mm: 10.53
setup_path:
  arrival_ns: 14.24
  critical_path_class: "in -> out"
  slowest_stage: "a21boi_1"
  worst_setup_path_start_kind: "input port"
  crit_top_cell: "ha_1"
  crit_required_ns: 16.96
  end_kind: "output pin"
  cp_max_fo: 19
  slowest_delay_ns: 0.77
hold_path:
  min_path_type: "in -> out"
  hold_start: "N[10]"
  whs_path_depth: 3
  hold_path_end: "Sign[6]"
finish:
  fillers: 539
  fin_area_mm2: 0.004187
  flop_area_um2: 0
  fin_util_pct: 65.93
  drive_gt1_share_pct: 11.50
  nClkBuffers: 0
  sequential_cell_total: 0
  area_growth_pct: 7.831
global_route:
  grt_max_degree: 20
  globalRoute.totalOverflow: 0
  grt_pass1_vias: 3698
  grtUsageTotal_pct: 20.29
  antenna_found_initial: 0
  grt_pass1_wl_mm: 17.98
clock_tree:
  cts-resized-gates: 0
  cts_setup_buffers: 0
  cts_hold_buf: 0
place:
  dpl-instance-area_mm2: 0.004187
  dpl.hpwl_mm: 8.525
  place_congestion: 0.9903
  io_buffer_count: 35
floorplanning:
  die_w_um: 101
  num_rows: 29
  core_area_mm2: 0.006350
  io_pins: 41
  die_h_um: 101
  chipArea_mm2: 0.01020
  fp_util_pct: 61.14
final_timing:
  min_period_over_period_pct: 87.18
  hold_slack_ns: 9.541
  worst_pin_slew_ns: 0.9133
  period_needed_ns: 18.48
  setup_viol: 0
  finalHoldViolations: 0
  fmax_mhz: 54.11
  slew_headroom_pct: 38.98
  final.setup.tns_ns: 0
  report.final.slew_viol_count: 0
  rsz0062_at_grt: "no"
yosys:
  synth_cells: 536
  netlist.area_leader.share_pct: 9.024
  ys_seq_share_pct: 0
  yosys.cell_types.count: 111
  yosysCellCount: 536
  syn_avg_cell_area_um2: 7.243
  syn_area_mm2: 0.003882
  synth_area_leader_cell: "ha_1"
  ys_chip_area_mm2: 0.003882
  topCellsByArea: "ha_1, nand2_1, mux2i_1, nor2_1, a21oi_1"
  yosysWarnings: 1
run:
  openroad.warnings: 49
  drv_cap: 0
[cell type report]
type	instances	area, µm²	area share (%)
Multi-Input combinational cell	478	3591	85.77
Timing Repair Buffer	39	380.4	9.085
Inverter	31	118.9	2.839
Tap cell	77	96.34	2.301
[how the worst max path moves through the flow]
stage,start,endpoint,slack [ns],cells past startpoint
5_1_grt,N[0],D1[2],1.68,39
4_1_cts,N[0],D1[0],2.81,39
6_report,N[0],D1[0],2.72,39
[stage by stage]
| stage | worst slack (ns) | cells |
|---|---|---|
| detailed placement | 2.821 | 625 |
| floorplan | 5.467 | 541 |
| CTS | 2.810 | 625 |
| global route | 1.679 | 625 |
| finish | 2.717 | 625 |
| global placement | 3.079 | 625 |
[critical path, delay by kind of cell]
| family | cells | cell delay, ns |
|---|---|---|
| AND-OR/OR-AND | 14 | 3.24 |
| XOR/XNOR | 1 | 0.19 |
| adder cells (fa/ha/maj) | 6 | 1.60 |
| buffers and inverters | 7 | 1.58 |
| multiplexers | 1 | 0.26 |
| AND/OR/NAND/NOR | 10 | 3.15 |
[cell usage after synthesis, types with 7 or more instances]
master    number
and3_1         7
a21boi_0       7
nor3_1         8
o211ai_1      18
a211oi_1       7
mux2i_1       18
o22ai_1        8
clkbuf_1       7
o21ai_0       28
nand3_1       16
ha_1          28
buf_2         12
inv_1         27
xnor2_1       12
nand2b_1       8
nand2_1       50
buf_4          9
nor2_1        46
a21oi_1       28
a21o_1         7
[power by group through the flow]
stage	Combinational [W]	Sequential, W	Clock (W)
after CTS	0.000438	0	0
after global routing	0.000486	0	0
final	0.000437	0	0
[kinds of logic after synthesis]
kind of cell,Yosys count,share of synthesized area (%)
buf+inv,63,7.992
other cells,1,0.09659
mux,22,6.091
compound gates,213,44.41
simple gates,188,26.59
xor+xnor,21,5.801
fa+ha+maj,28,9.024
[cells in the final DEF, fill, tap and decap left out, drive strengths merged, types with 6 or more instances in the layout]
cell / Yosys / routed
clkdlybuf4s50: 0 / 35
inv: 30 / 30
o31ai: 8 / 8
a21boi: 10 / 10
a21o: 7 / 7
a221oi: 7 / 7
nand2b: 8 / 8
nor4: 6 / 6
a211oi: 9 / 9
and3: 7 / 7
nand2: 51 / 51
o221ai: 7 / 7
mux2i: 19 / 19
nand4: 6 / 6
conb: 1 / 6
xnor2: 14 / 14
a2111oi: 6 / 6
xor2: 7 / 7
o22ai: 8 / 8
nor3: 12 / 12
a21oi: 30 / 30
o21ai: 40 / 40
o211ai: 19 / 19
a31oi: 8 / 8
nand3: 16 / 16
nor2: 48 / 48
or2: 7 / 7
a311oi: 8 / 8
a22oi: 6 / 6
ha: 28 / 28
[per-layer routing]
layer	global-route usage, %	wire length [µm]	vias up
li1	-	-	2088
met1	28.88	4841	1991
met2	32.58	4918	145
met3	1.386	560	14
met4	4.609	214	0
met5	0	0	-
Power is estimated from default activity; no workload was simulated.
